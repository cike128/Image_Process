`config.mk`:
```
export PLATFORM = sky130hd
export DESIGN_NAME = top
export DESIGN_NICKNAME = top
export VERILOG_FILES = /design/flow/design.v
export SDC_FILE = /design/flow/constraint.sdc
export NUM_CORES = 4
export LEC_CHECK = 1
export CORE_AREA = 10 10 94 94
export DIE_AREA = 0 0 104 104
```
`constraint.sdc`:
```
current_design top

set clk_period 1.0
set clk_io_pct 0.2

create_clock -name clk0 -period $clk_period [get_ports {sclk}]

set non_clock_inputs [all_inputs -no_clocks]
set_input_delay [expr $clk_period * $clk_io_pct] -clock clk0 $non_clock_inputs
set_output_delay [expr $clk_period * $clk_io_pct] -clock clk0 [all_outputs]
```
`design.v`:
```
`timescale      1ns/1ns
module  top(
        input                   sclk                    ,       
        input                   s_rst_n                 ,       
        output wire             vga_vsync               ,        
        output wire             vga_hsync               ,        
        output wire      [15:0] vga_rgb                              
);
reg                             clk_25m                         ;       
always  @(posedge sclk or negedge s_rst_n) begin
        if(s_rst_n == 1'b0)
                clk_25m <=  1'b0    ;
        else
                clk_25m <=  ~clk_25m;
end
vga_drive       vga_drive_inst(
        .sclk                   ( clk_25m              ),
        .s_rst_n                (s_rst_n                ),
        .vga_hsync              (vga_hsync              ),
        .vga_vsync              (vga_vsync              ),
        .vga_rgb                (vga_rgb                )
);
endmodule
module  vga_drive(
        input                   sclk                    ,
        input                   s_rst_n                 ,
        output      wire        vga_hsync               ,
        output      wire        vga_vsync               ,
        output      reg [15:0] vga_rgb                 
);
localparam                  H_TOTAL_TIME    =       800     ;
localparam                  H_ADDR_TIME     =       640     ;
localparam                  H_SYNC_TIME     =       96      ;
localparam                  H_BACK_PORCH    =       40      ;
localparam                  H_LEFT_BORDER   =       8       ; 
localparam                  V_TOTAL_TIME    =       525     ;
localparam                  V_ADDR_TIME     =       480     ;
localparam                  V_SYNC_TIME     =       2       ;
localparam                  V_BACK_PORCH    =       25      ;
localparam                  V_TOP_BORDER    =       8       ;
localparam                  SQUARE_SIZE     =       200     ;
reg         [ 9:0]          cnt_h                       ;
reg         [ 9:0]          cnt_v                       ;
always  @(posedge sclk or negedge s_rst_n)  begin
        if(!s_rst_n)
                cnt_h   <=      'd0;
        else if(cnt_h   >=  (H_TOTAL_TIME -1 ))
                cnt_h   <=      'd0;
        else
                cnt_h   <=      cnt_h   +   1'b1;
end
always  @(posedge sclk or negedge s_rst_n)  begin
        if(!s_rst_n)
                cnt_v   <=      'd0;
        else if(cnt_v   >=  (V_TOTAL_TIME -1 ) && cnt_v >= (H_TOTAL_TIME - 1))
                cnt_v   <=      'd0;
        else if(cnt_h >= (H_TOTAL_TIME - 1))
                cnt_v   <=      cnt_v   +   1'b1;
end
always  @(posedge sclk or negedge s_rst_n)  begin
        if(!s_rst_n)
                vga_rgb <=      'd0;
        else if(cnt_h >= (H_SYNC_TIME +H_BACK_PORCH + H_LEFT_BORDER - 1) && cnt_h < (H_SYNC_TIME + H_BACK_PORCH  + H_LEFT_BORDER + H_ADDR_TIME - 1))  begin
                if( cnt_h >=( H_SYNC_TIME + H_BACK_PORCH + H_LEFT_BORDER - 1) && cnt_h <( H_SYNC_TIME + H_BACK_PORCH + H_LEFT_BORDER + SQUARE_SIZE - 1 ) &&
                    cnt_v >=( V_SYNC_TIME + V_BACK_PORCH + V_TOP_BORDER - 1) && cnt_v <( V_SYNC_TIME + V_BACK_PORCH + V_TOP_BORDER  + SQUARE_SIZE - 1 ))
                        vga_rgb     <=      16'hffff;
                else if( cnt_v >=( V_SYNC_TIME + V_BACK_PORCH + V_TOP_BORDER - 1) && cnt_v <( V_SYNC_TIME + V_BACK_PORCH + V_TOP_BORDER + 159 ))
                        vga_rgb     <=      {5'h1f,11'h0};           
                else if( cnt_v >=( V_SYNC_TIME + V_BACK_PORCH + V_TOP_BORDER + 159) && cnt_v <( V_SYNC_TIME + V_BACK_PORCH + V_TOP_BORDER + 319 ))
                        vga_rgb     <=      {5'h0,6'h3f,5'h0};       
                else if( cnt_v >=( V_SYNC_TIME + V_BACK_PORCH + V_TOP_BORDER + 319) && cnt_v <(  V_SYNC_TIME + V_BACK_PORCH + V_TOP_BORDER + 479 ))
                        vga_rgb     <=      {5'h0,6'h00,5'h1f};       
                else
                        vga_rgb     <=      16'h0;
        end
        else
                vga_rgb     <=  16'h0;
end
assign  vga_hsync       =       (cnt_h < H_SYNC_TIME) ? 1'b1 : 1'b0 ;
assign  vga_vsync       =       (cnt_v < V_SYNC_TIME) ? 1'b1 : 1'b0 ;
endmodule
```
`run.sh`:
```
#!/bin/bash
# OpenROAD 26Q1-2900-gdf79404cd8, Yosys 0.63+post, stock flow scripts
make -C /OpenROAD-flow-scripts/flow DESIGN_CONFIG=/design/flow/config.mk WORK_HOME=/design/flow/orfs finish
```
==> flow_summary_export.csv <==
group,metric,value,unit
detailed_routing,routed.top_layer,"met5",
yosys,yosysUniqueCellTypes,37,
cells_and_area,syn2layout_area_growth,14.4,%
place,place.port_buffers,19,
grt,gr-total-overflow,0,
grt,antenna_found_initial,1,
die,initCoreUtil,0.200,
final_timing,fin_crit,0.485,ns
place,hpwl,1840,um
detailed_routing,diodes,0,
clock_network,clkLatencyLatePin,0,ns
final_timing,finClkSkew,0,ns
die,die_h,104,um
yosys,synth-adder-area-share,0.0275,
final_timing,hold_viol,0,
flow_run,cap_violations,0,
yosys,synth_area,1370,um2
detailed_routing,vias,964,
place,pre_cts_slack,0.514,ns
power,leakage,0.690,nW
final_timing,slew-limit-headroom,0.563,
final_timing,fmaxAchievable,2.06,GHz
yosys,synthCells,145,
die,rows,30,
yosys,avgSynthCellArea,9.42,um2
power,powerDensity,41.3,nW/um2
grt,grt_max_degree,24,
yosys,most_common_cell,"nor2_1",
grt,grt_pass1_vias,970,
yosys,logic_family,"simple AND/OR/NAND/NOR gates",
yosys,ys_async_sr_fraction,1.00,
die,die-area,10800,um2
flow_run,warning_count,30,
cells_and_area,n_fill_cell,764,
yosys,muxShareOfSynthArea,0,
cells_and_area,drive_above_1_share,0.0338,
detailed_routing,viasPerCell,3.95,
setup_path,crit_path_max_fanout,2,
final_timing,rsz0062_at_grt,"false",
yosys,ys_chip_area,1370,um2
final_timing,untimed_endpoints,41,
yosys,top_cell_area_share,0.440,
yosys,top_area_cell,"dfrtp_1",
yosys,synth-seq-cells,24,
detailed_routing,drt_first_pass_iters,4,
outcome,outcome,"finished, final reports clean",
setup_path,crit_buf_inv,1,
power,ir_worst_vdd,0.0000833,V
clock_network,cts_resized,0,
grt,grtUsageTotal,0.0445,
detailed_routing,drt-initial-drc-count,42,
yosys,ff_type,"dfrtp_1",
final_timing,slew_violations,0,
die,core_area,6830,um2
final_timing,worst_pin_slew,0.653,ns
grt,grt_pass1_wl,4420,um
setup_path,path_class,"primary input to asynchronous set/reset pin",
setup_path,start_kind,"primary input",
cells_and_area,fin_area,1560,um2
setup_path,arrival,0.69,ns
yosys,edf_count,0,
yosys,synth_warnings,2,
detailed_routing,wl_met3,149,um
detailed_routing,drt-met1-wl,1220,um
yosys,yosys_cells,145,
setup_path,critical_path_required,1.20,ns
clock_network,hold_buffers,0,
detailed_routing,ant_nets,0,
setup_path,worstSetupEndpointType,"asynchronous set/reset pin",
final_timing,unclocked_pins,23,
yosys,ys_sh_simple,0.242,
yosys,xor_area_frac,0.0897,
setup_path,path_delay_family,"buffers and inverters",
yosys,topCellsByArea,"dfrtp_1 (44%), buf_4 (7.1%), nor2_1 (7.1%)",
setup_path,critical_path.slowest_cell,"clkdlybuf4s50_1",
detailed_routing,routed_wl,2420,um
final_timing,fin_crit_sh,0.485,
clock_network,post_cts_buffers,0,
setup_path,max_stage_delay,0.49,ns
worst_hold_path,hold_class,"primary input to asynchronous set/reset pin",
yosys,synthTopCellsByCount,"nor2_1 (26), dfrtp_1 (24), buf_4 (13)",
place,gp_congestion,0.791,
final_timing,timing.setup.tns,0,ns
detailed_routing,wl_met2,1040,um
yosys,ys_seq_frac,0.440,
final_timing,fin_ws,0.515,ns
detailed_routing,routedWlPerCell,9.91,um
power,power.total,64.6,uW
detailed_routing,drc,0,
yosys,aoi_share,0.0934,
die,fp.dieW,104,um
place,dpl-instance-area,1560,um2
clock_network,clkTransAtPathRegs,0,ns
die,io_pins,20,
final_timing,setup_viol,0,
setup_path,crit_chain,"clkdlybuf4s50_1",
-- per-layer routing --
metal / global-route usage / up-vias
met1: 0.0619 / 452
met3: 0.0107 / 2
met4: 0 / 2
li1: - / 489
met5: 0 / -
met2: 0.0730 / 19
-- metrics by stage --
step | instances | hold slack [ns] | util
floorplan | 145 | -0.0956 | -
global placement | 244 | 0.363 | 0.229
detailed placement | 244 | 0.369 | 0.229
CTS | 244 | 0.372 | 0.229
global route | 244 | 0.375 | 0.229
finish | 244 | 0.368 | 0.229
-- state kept, by name (all words and copies together), names as in the netlist --
register and cells:
vga_drive_inst.vga_rgb 3, clk_25m 1, vga_drive_inst.cnt_h 10, vga_drive_inst.cnt_v 10
-- power breakdown --
group	leakage, nW	switching, mW	total (mW)	internal, mW
clock network	0	0	0	0
logic	0.365	0.0183	0.0244	0.00604
registers	0.325	0	0.0402	0.0402
-- cells in the final DEF (no fill, tap or decap), types with 3 or more instances in the layout --
| cell | n |
|---|---|
| nand2_1 | 7 |
| a31oi_1 | 3 |
| ha_1 | 3 |
| xor2_1 | 7 |
| xnor2_1 | 7 |
| inv_1 | 3 |
| dfrtp_1 | 24 |
| a21oi_1 | 4 |
| nand3_1 | 6 |
| clkdlybuf4s50_1 | 19 |
| nand4_1 | 4 |
| nor2_1 | 26 |
| and3_1 | 7 |
| buf_4 | 3 |
| o21a_1 | 3 |
-- layout make-up --
class | instances | area, um2 | share of cell area
multi-input combinational | 99 | 618 | 0.396
sequential | 24 | 601 | 0.384
timing repair buffer | 22 | 213 | 0.136
tap | 96 | 120 | 0.0769
inverter | 3 | 11.3 | 0.00721
-- cell families (layout without fill, tap and decap cells) --
logic type | after synthesis | count (layout)
DFF | 24 | 24
buffers and inverters | 22 | 25
and+or+nand+nor | 64 | 64
xor gates and xnor gates | 14 | 14
adders and majority gates | 3 | 3
AOI/OAI and AO/OA | 18 | 18
-- path summary, 6_finish.rpt --
| check | startpoint | endpoint | slack, ns | cells after the start |
|---|---|---|---|---|
| max in group clk0 | clk_25m$_DFF_PN0_ | clk_25m$_DFF_PN0_ | 0.53 | 1 |
| min in group clk0 | clk_25m$_DFF_PN0_ | clk_25m$_DFF_PN0_ | 0.41 | 1 |
| worst min register to register | clk_25m$_DFF_PN0_ | clk_25m$_DFF_PN0_ | 0.41 | 1 |
| worst max-delay path | s_rst_n | clk_25m$_DFF_PN0_ | 0.52 | 1 |
| worst min-delay path | s_rst_n | clk_25m$_DFF_PN0_ | 0.37 | 1 |
| worst max register to register | clk_25m$_DFF_PN0_ | clk_25m$_DFF_PN0_ | 0.53 | 1 |
Power and IR drop assume default switching activity.
